### design/flow/config.mk
export PLATFORM = sky130hd
export DESIGN_NAME = keyboard_read
export DESIGN_NICKNAME = keyboard_read
export VERILOG_FILES = /design/flow/design.v
export SDC_FILE = /design/flow/constraint.sdc
export NUM_CORES = 4
export LEC_CHECK = 1
export CORE_AREA = 10 10 95 95
export DIE_AREA = 0 0 105 105
### design/flow/constraint.sdc
current_design keyboard_read

set clk_period 1.4
set clk_io_pct 0.2

create_clock -name clk0 -period $clk_period [get_ports {clk_hf}]
create_clock -name clk1 -period $clk_period [get_ports {clk_lf}]

set non_clock_inputs [all_inputs -no_clocks]
set_input_delay [expr $clk_period * $clk_io_pct] -clock clk0 $non_clock_inputs
set_output_delay [expr $clk_period * $clk_io_pct] -clock clk0 [all_outputs]
### design/flow/design.v
module decode (
    input wire rst,
    input wire [0:3] cols,
    input wire [4:7] rows,
    output reg [0:3] key
);
parameter [7:0] BTN_0 = 8'b0010_1000;        
parameter [7:0] BTN_1 = 8'b0001_0001;        
parameter [7:0] BTN_2 = 8'b0010_0001;        
parameter [7:0] BTN_3 = 8'b0100_0001;        
parameter [7:0] BTN_4 = 8'b0001_0010;        
parameter [7:0] BTN_5 = 8'b0010_0010;        
parameter [7:0] BTN_6 = 8'b0100_0010;        
parameter [7:0] BTN_7 = 8'b0001_0100;        
parameter [7:0] BTN_8 = 8'b0010_0100;        
parameter [7:0] BTN_9 = 8'b0100_0100;        
parameter [7:0] BTN_PLUS = 8'b1000_0001;     
parameter [7:0] BTN_MINUS = 8'b1000_0010;    
parameter [7:0] BTN_EQ = 8'b0100_0000;       
always @(*) begin
    if (rst) begin
        key = 4'b0000;  
    end else begin
        case ({cols, rows}) 
            BTN_1: key = 4'd1;  
            BTN_2: key = 4'd2;  
            BTN_3: key = 4'd3;  
            BTN_PLUS: key = 4'd10;   
            BTN_4: key = 4'd4;  
            BTN_5: key = 4'd5;  
            BTN_6: key = 4'd6;  
            BTN_MINUS: key = 4'd11;  
            BTN_7: key = 4'd7;  
            BTN_8: key = 4'd8;  
            BTN_9: key = 4'd9;  
            BTN_EQ: key = 4'd12; 
            BTN_0: key = 4'd0;  
            default: key = 4'b0000;    
        endcase
    end
end
endmodule
module keyboard_read (
    input wire rst,
    input wire clk_lf,           
    input wire clk_hf,           
    input wire [0:3] cols,       
    input wire [4:7] rows,       
    output reg button_pressed,   
    output reg is_op,          
    output reg is_num,         
    output reg [0:1] which_op,         
    output reg [0:3] which_num  
);
reg [0:3]which_key;  
parameter [0:13]LF_CLK_FREQ = 14'd3;  
wire pressed;
assign pressed = rows[4] | rows[5] | rows [6] | rows[7];
reg [0:13]cnt;  
always @(posedge(clk_lf))
begin
    if (rst)
    begin
        cnt <= 14'd0;
        button_pressed <= 0;
    end
    else 
    begin
        if (pressed)
            button_pressed <= 1;
        if (button_pressed)
            cnt <= cnt + 14'd1;
        if ((cnt > LF_CLK_FREQ) && (!pressed))
        begin
            button_pressed <= 0;
            cnt <= 14'd0;
        end
        else if (cnt > LF_CLK_FREQ)
            cnt <= 14'd0;
    end
end
wire [0:3]instant_key;  
decode decode1 (rst, cols, rows, instant_key);
reg [0:3]which_key_lf;
always @(posedge(clk_lf))
begin
    if (rst) 
        which_key_lf <= 4'd0;
    else if (pressed) 
        which_key_lf <= instant_key;
end
reg [0:3]which_key_lf_sync1;  
reg [0:3]which_key_lf_sync2;  
always @(posedge (clk_hf)) 
begin
    if (rst) 
    begin
        which_key <= 4'd0;
        which_key_lf_sync1 <= 4'd0;
        which_key_lf_sync2 <= 4'd0;
    end
    else 
    begin
        which_key_lf_sync1 <= which_key_lf;  
        which_key_lf_sync2 <= which_key_lf_sync1;  
        which_key <= which_key_lf_sync2;
    end
end
always @(posedge (clk_hf)) 
begin
    if(rst)
    begin
        is_op <= 0;
        is_num <= 0;
        which_op <= 2'd0;
        which_num <= 4'd0;
    end
    else
        if (which_key < 4'd10)  
        begin
            is_op <= 0;
            is_num <= 1;
            which_op <= 2'd0;  
            which_num <= which_key;
        end
        else  
        begin
            is_op <= 1;
            is_num <= 0;
            which_num <= 4'd0;
            case (which_key)
                4'hA: which_op = 2'd1;  
                4'hB: which_op = 2'd2;  
                4'hC: which_op = 2'd3;  
            endcase
        end
end
endmodule
### design/flow/run.sh
#!/bin/bash
# OpenROAD 26Q1-2900-gdf79404cd8, Yosys 0.63+post, stock flow scripts
make -C /OpenROAD-flow-scripts/flow DESIGN_CONFIG=/design/flow/config.mk WORK_HOME=/design/flow/orfs finish
==> flow_summary.toml <==
# yosys + openroad results
[power_and_ir_drop]
total_power_mw = 2.069
power_per_cell_area_nw_per_um2 = 1072
vdd_drop_max_mv = 0.6478
p_leak_nw = 0.7411

[sta]
fin_tns_setup_ns = 0
worst_clock_skew_ns = 0.005604
drv_slew = 0
setup_viol = 0
rsz0062_at_grt = "no"
finalHoldViolCount = 0

[synthesis]
netlist_area_um2 = 1354
synthArstFlopShare_pct = 0
synthCells = 131
synth-edff-count = 0
synth.most_common_cell = "dfxtp_1"
synth_area_leader_cell = "dfxtp_1"
top_cells_by_area = "dfxtp_1 (58%), nor2b_1 (6.5%), nor2_1 (3.3%), nor4_1 (2.8%), xnor2_1 (1.9%)"
ys_top_cells_by_count = "dfxtp_1 (39), nor2b_1 (14), nor2_1 (12)"
top_cell_area_share_pct = 57.67
ys_types = 38
ys_seq_share_pct = 57.67
syn_avg_cell_area_um2 = 10.33
ys.flops = 39
yosys_cells = 131
synth_warnings = 2
ff_type = "dfxtp_1"
yosys_area_um2 = 1354

[placed_design]
port_buffers = 18
placedCellCount = 265
globalplace.congestion = 0.7711
hpwl_um = 1682

[setup_path]
critPathRequiredTime_ns = 1.57
start_kind = "primary input"
crit_path_end_kind = "flop"
arrival_ns = 1.52
path_class = "primary input to flop"
worstPathMaxFanout = 5

[grt]
grt_pass1_wl_um = 4015
grt.total_usage_pct = 4.197
grt_pass1_vias = 941
grt_overflow_total = 0
antenna_found_initial = 0
grt_start_max_net_pins = 20

[floorplanning]
initial_core_util_pct = 19.60
die_h_um = 105
fp.dieW_um = 105
dieArea_um2 = 11030
core_um2 = 6907
row_count = 30
io_pins = 20

[routing]
wl_per_cell_um = 8.199
num_vias = 989
drt_wl_total_um = 2271
antenna_left = 0
vias_per_cell = 3.570
drc = 0
drtIter0Drc = 24
first_pass_iters = 4
antennaDiodeCount = 0

[layout]
fillers = 742
seq_area_um2 = 780.7
layout.cells.non_filler = 277
comb_area_um2 = 605.6
drive_gt1_share_pct = 20.44
syn_to_final_growth_pct = 42.61

[worst_hold_path]
hp-class = "flop to flop"

[cts]
hold_buffers = 0
path_clk_slew_ns = 0.07
cts.sinks = 39
cts_tree = "built"

[job]
maxCapViolCount = 0
warning_count = 27

[outcome]
status = "complete, no violations"
## through the flow
step / hold WS [ns] / instance area, um^2 / utilization, % / setup WS (ns)
floorplan: 0.4138 / 1398 / - / -0.006770
global placement: 0.4176 / 1792 / 25.94 / -0.4831
detailed placement: 0.4223 / 1792 / 25.94 / -0.4915
CTS: 0.4381 / 1933 / 27.99 / 0.02071
global route: 0.4541 / 1931 / 27.95 / 0.0007006
finish: 0.4359 / 1931 / 27.95 / 0.04835
## path summary, 6_finish.rpt
kind	from	to	slack, ns	cells after the start
worst max-delay path	rows[5]	which_key_lf[2]	0.05	5
worst min-delay path	which_key_lf_sync1[3]	which_key_lf_sync2[3]	0.44	1
worst max register to register	cnt[5]	button_pressed	0.25	3
worst min register to register	which_key_lf_sync1[3]	which_key_lf_sync2[3]	0.44	1
max in group clk0	button_pressed	button_pressed	0.06	1
min in group clk1	which_key_lf[0]	which_key_lf[0]	0.48	2
## repair_timing
item,in CTS,in global routing
setup buffers,4,0
pin swaps,3,3
resized,12,8
setup endpoints to repair,4,3
gates cloned,0,0
hold endpoints to repair,0,0
## cells by family (layout without fill, tap and decap cells)
| family | count (synthesis) | count (layout) | share of synthesized area [%] |
|---|---|---|---|
| AOI/OAI and AO/OA | 16 | 16 | 8.503 |
| DFF | 39 | 39 | 57.67 |
| adders and majority gates | 1 | 1 | 0.9241 |
| muxes | 1 | 1 | 0.7394 |
| xor gates and xnor gates | 6 | 6 | 3.882 |
| other | 1 | 11 | 0.2770 |
| and+or+nand+nor | 58 | 58 | 25.23 |
| buffers and inverters | 9 | 49 | 2.772 |
## report_power, final
part	internal [mW]	total [mW]	switching (mW)
logic	0.0837	0.158	0.0745
clock network	0.451	0.766	0.315
registers	1.14	1.14	0.00758
total	1.67	2.07	0.397
## layout make-up
cell class	count	area share, %
clock buffers	8	5.185
inverters	3	0.5833
multi-input cells	93	31.37
flip-flops and latches	39	40.44
well taps	96	6.222
repair buffers	38	16.20
## cells in the final DEF (no fill, tap or decap), drive strengths merged, types with 3 or more instances in the layout
cell type and n:
xnor2 3, conb 11, nor4 7, inv 3, nor2 12, clkdlybuf4s50 11, and2 4, nand2 4
clkbuf 11, dfxtp 39, a31oi 3, xor2 3, a21oi 3, nor2b 14, buf 20
## metal layers
| metal | routed length [um] | global-route usage (%) | share of wire, % |
|---|---|---|---|
| met1 | 1224 | 5.768 | 54 |
| met2 | 823 | 5.738 | 36 |
| met4 | 15 | 0.6863 | 0.66 |
| met5 | 0 | 0 | 0 |
| met3 | 207 | 2.298 | 9.1 |
## critical path, cell delays in order
cell and delay (ns):
dlygate4sd2_1 0.34, nand2_1 0.11, or3b_4 0.41, a21o_1 0.17, a311oi_2 0.21
## state kept, by name, summed over array words and instances (netlist names)
register,count
button_pressed,1
cnt,14
is_num,1
is_op,1
which_key,4
which_key_lf,4
which_key_lf_sync1,4
which_key_lf_sync2,4
which_num,4
which_op,2
